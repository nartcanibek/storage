--- /design/flow/config.mk ---
export PLATFORM = sky130hd
export DESIGN_NAME = vuruslu_islemci
export DESIGN_NICKNAME = vuruslu_islemci
export VERILOG_FILES = /design/flow/design.v
export SDC_FILE = /design/flow/constraint.sdc
export NUM_CORES = 4
export LEC_CHECK = 1
export CORE_UTILIZATION = 40
--- /design/flow/constraint.sdc ---
current_design vuruslu_islemci

set clk_period 14.5
set clk_io_pct 0.2

create_clock -name clk0 -period $clk_period [get_ports {clk}]

set non_clock_inputs [all_inputs -no_clocks]
set_input_delay [expr $clk_period * $clk_io_pct] -clock clk0 $non_clock_inputs
set_output_delay [expr $clk_period * $clk_io_pct] -clock clk0 [all_outputs]
--- /design/flow/design.v ---
`timescale 1ns / 1ps
module vuruslu_islemci(
input clk,
input [9:0] buyruk,
output reg [31:0] yazmaclar_guncel,
output reg [31:0] sonuc
    );
reg [31:0] yazmaclar;
reg [31:0] yazmaclar_temp;
reg [31:0] sayac;
initial begin 
yazmaclar = 32'h11111111;
sayac = 32'd0;
yazmaclar_temp = yazmaclar;
end    
always@(posedge clk) begin
    if (buyruk[5:4] == 0 && buyruk[3:2] ==0)
    begin 
    if(buyruk[9:6] == 1)
    sonuc = yazmaclar[7:0] + yazmaclar[7:0] ; 
    else if(buyruk[9:6] == 2)
   sonuc = yazmaclar[7:0] ^ yazmaclar[7:0] ; 
    else if(buyruk[9:6] == 4)
    sonuc = yazmaclar[7:0] & yazmaclar[7:0] ; 
    else if(buyruk[9:6] == 8)
    sonuc = yazmaclar[7:0] * yazmaclar[7:0] ; 
    else 
    sonuc = 32'hdeadbeef;
    end
    else if (buyruk[5:4] == 1 && buyruk[3:2] ==0 || buyruk[5:4] == 0 && buyruk[3:2] == 1 )
    begin 
    if(buyruk[9:6] == 1)
    sonuc = yazmaclar[15:8] + yazmaclar[7:0] ; 
    else if(buyruk[9:6] == 2)
    sonuc = yazmaclar[15:8] ^ yazmaclar[7:0] ; 
    else if(buyruk[9:6] == 4)
    sonuc = yazmaclar[15:8] & yazmaclar[7:0] ; 
    else if(buyruk[9:6] == 8)
    sonuc = yazmaclar[15:8] * yazmaclar[7:0] ; 
    else 
    sonuc = 32'hdeadbeef;
    end
    else if (buyruk[5:4] == 2 && buyruk[3:2] ==0 || buyruk[5:4] == 0 && buyruk[3:2] == 2)
    begin 
    if(buyruk[9:6] == 1)
    sonuc = yazmaclar[23:16] + yazmaclar[7:0] ; 
    else if(buyruk[9:6] == 2)
    sonuc = yazmaclar[23:16] ^ yazmaclar[7:0] ; 
    else if(buyruk[9:6] == 4)
    sonuc = yazmaclar[23:16] & yazmaclar[7:0] ; 
    else if(buyruk[9:6] == 8)
    sonuc = yazmaclar[23:16] * yazmaclar[7:0] ; 
    else 
    sonuc = 32'hdeadbeef;
    end
    else if (buyruk[5:4] == 1 && buyruk[3:2] ==1)
    begin 
    if(buyruk[9:6] == 1)
   sonuc = yazmaclar[15:8] + yazmaclar[15:8]; 
    else if(buyruk[9:6] == 2)
    sonuc = yazmaclar[15:8] ^ yazmaclar[15:8] ; 
    else if(buyruk[9:6] == 4)
   sonuc = yazmaclar[15:8] & yazmaclar[15:8] ; 
    else if(buyruk[9:6] == 8)
    sonuc = yazmaclar[15:8] * yazmaclar[15:8] ; 
    else 
    sonuc = 32'hdeadbeef;
    end
    else if (buyruk[5:4] == 3 && buyruk[3:2] ==0 || buyruk[5:4] == 0 && buyruk[3:2] == 3)
    begin 
    if(buyruk[9:6] == 1)
    sonuc = yazmaclar[31:24] + yazmaclar[7:0] ; 
    else if(buyruk[9:6] == 2)
   sonuc = yazmaclar[31:24] ^ yazmaclar[7:0] ; 
    else if(buyruk[9:6] == 4)
    sonuc = yazmaclar[31:24] & yazmaclar[7:0] ; 
    else if(buyruk[9:6] == 8)
    sonuc = yazmaclar[31:24] * yazmaclar[7:0] ; 
    else 
    sonuc = 32'hdeadbeef;
    end
    else if (buyruk[5:4] == 2 && buyruk[3:2] ==1 || buyruk[5:4] == 1 && buyruk[3:2] == 2)
    begin 
    if(buyruk[9:6] == 1)
    sonuc = yazmaclar[23:16] + yazmaclar[15:8] ; 
    else if(buyruk[9:6] == 2)
    sonuc = yazmaclar[23:16] ^ yazmaclar[15:8] ; 
    else if(buyruk[9:6] == 4)
    sonuc = yazmaclar[23:16] & yazmaclar[15:8] ; 
    else if(buyruk[9:6] == 8)
    sonuc = yazmaclar[23:16] * yazmaclar[15:8] ; 
    else 
    sonuc = 32'hdeadbeef;
    end
    else if (buyruk[5:4] == 3 && buyruk[3:2] == 1 || buyruk[5:4] == 1 && buyruk[3:2] == 3)
    begin 
    if(buyruk[9:6] == 1)
    sonuc = yazmaclar[31:24] + yazmaclar[15:8] ; 
   else if(buyruk[9:6] == 2)
    sonuc = yazmaclar[31:24] ^ yazmaclar[15:8] ; 
   else if(buyruk[9:6] == 4)
    sonuc = yazmaclar[31:24] & yazmaclar[15:8] ; 
    else if(buyruk[9:6] == 8)
    sonuc = yazmaclar[31:24] * yazmaclar[15:8] ; 
    else 
    sonuc = 32'hdeadbeef;
    end
    else if (buyruk[5:4] == 2 && buyruk[3:2] ==2)
    begin 
    if(buyruk[9:6] == 1)
    sonuc = yazmaclar[23:16] + yazmaclar[23:16] ; 
    else if(buyruk[9:6] == 2)
    sonuc = yazmaclar[23:16] ^ yazmaclar[23:16] ; 
    else if(buyruk[9:6] == 4)
    sonuc = yazmaclar[23:16] & yazmaclar[23:16] ; 
    else if(buyruk[9:6] == 8)
    sonuc = yazmaclar[23:16] * yazmaclar[23:16] ; 
    else 
    sonuc = 32'hdeadbeef;
    end
    else if (buyruk[5:4] == 3 && buyruk[3:2] ==2 || buyruk[5:4] == 2 && buyruk[3:2] == 3)
    begin 
    if(buyruk[9:6] == 1)
    sonuc = yazmaclar[31:24] + yazmaclar[23:16] ; 
    else if(buyruk[9:6] == 2)
    sonuc = yazmaclar[31:24] ^ yazmaclar[23:16] ; 
    else if(buyruk[9:6] == 4)
    sonuc = yazmaclar[31:24] & yazmaclar[23:16] ; 
    else if(buyruk[9:6] == 8)
    sonuc = yazmaclar[31:24] * yazmaclar[23:16] ; 
    else 
    sonuc = 32'hdeadbeef;
    end
    else if (buyruk[5:4] == 3 && buyruk[3:2] ==3)
    begin 
    if(buyruk[9:6] == 1)
   sonuc = yazmaclar[31:24] + yazmaclar[31:24] ; 
    else if(buyruk[9:6] == 2)
    sonuc = yazmaclar[31:24] ^ yazmaclar[31:24] ; 
    else if(buyruk[9:6] == 4)
    sonuc = yazmaclar[31:24] & yazmaclar[31:24] ; 
    else if(buyruk[9:6] == 8)
    sonuc = yazmaclar[31:24] * yazmaclar[31:24] ; 
    else 
    sonuc = 32'hdeadbeef;
    end
if (buyruk[1:0] == 0)
yazmaclar_temp[7:0] = sonuc[7:0];
else if (buyruk[1:0] == 1)
yazmaclar_temp[15:8] = sonuc[7:0];
else if (buyruk[1:0] == 2)
yazmaclar_temp[23:16] = sonuc[7:0];
else if (buyruk[1:0] == 3)
yazmaclar_temp[31:24] = sonuc[7:0];
yazmaclar = yazmaclar_temp;
if (sayac%12 == 0) 
yazmaclar_guncel = yazmaclar_temp;
sayac = sayac + 1;
end
endmodule
--- /design/flow/run.sh ---
#!/bin/bash
# OpenROAD 26Q1-2900-gdf79404cd8, Yosys 0.63+post, stock flow scripts
make -C /OpenROAD-flow-scripts/flow DESIGN_CONFIG=/design/flow/config.mk WORK_HOME=/design/flow/orfs finish
==> impl_metrics.env <==
# physical design summary
export IMPL_first_pass_iters=5
export IMPL_gp_congestion=0.975
export IMPL_synth_chip_area_sq_um=28000
export IMPL_common_cells="inv_1 (515), ha_1 (386), nand2_1 (366), fa_1 (322), and2_1 (218)"
export IMPL_ys_flop_type="dfxtp_1"
export IMPL_clock_latency_ps=440
export IMPL_dpl_cell_area_sq_um=29600
export IMPL_netSwitchingPower_mw=4.10
export IMPL_syn_inst=3442
export IMPL_synth_area_sq_um=28000
export IMPL_synth_distinct_cells=93
export IMPL_die_y_um=267
export IMPL_slew_headroom=0.445
export IMPL_outcome="finished, final reports clean"
export IMPL_seqPwrFrac=0.053
export IMPL_power_leakage_nw=14.9
export IMPL_dieArea_sq_um=71200
export IMPL_period_used=0.523
export IMPL_cts_hold_buf=0
export IMPL_port_buffers=69
export IMPL_cts_buffers_inserted=17
export IMPL_numPlacedInstances=4310
export IMPL_ios=75
export IMPL_area_growth_pct=7.68
export IMPL_n_fill_cell=6987
export IMPL_clock_sinks=113
export IMPL_most_common_cell="inv_1"
export IMPL_setup_tns_ps=0
export IMPL_rows=96
export IMPL_grt_max_degree=63
export IMPL_fp_utilization=0.407
export IMPL_worstPathCellList="and3b_1, o31ai_1, o22a_1, a22oi_1, a2111oi_4, nor3_4, or2_4, a41o_1, a211o_1, or2_4, a221o_1, o2bb2ai_1, nor3_1, or3_1, a2111o_1, nor4_1, a311oi_2, and3_1, a31o_1, or4_1, a21oi_4, buf_4"
export IMPL_rsz0062_at_grt="no"
export IMPL_maxSlewViolCount=0
export IMPL_swShare=0.549
export IMPL_cts_setup_buffers=0
export IMPL_min_path_type="reg -> reg"
export IMPL_async_flop_share=0
export IMPL_final_comb_area_sq_um=22700
export IMPL_grt_overflow_total=0
export IMPL_setup_viol=0
export IMPL_fin_area_sq_um=30200
export IMPL_antenna_left=0
export IMPL_grt_pass1_vias=22757
export IMPL_required_ps=14570
export IMPL_cp_max_fo=32
export IMPL_slowest_delay_ps=670
export IMPL_crit_top_cell="or2_4"
export IMPL_synth_top_area_share=0.230
export IMPL_maxCapViolCount=0
export IMPL_regArea_sq_um=2670
export IMPL_track_usage=0.251
export IMPL_top_area_cell="fa_1"
export IMPL_cts_clk_slew_worst_paths_ps=60
export IMPL_cts_root_buf="clkbuf_16"
export IMPL_startpoint_type="flop"
export IMPL_antenna_found_initial=0
export IMPL_crit_slowest_cell="o2bb2ai_1"
export IMPL_drt_initial_drc_count=1714
export IMPL_skew_ps=22.8
export IMPL_fin_crit_ps=7580
export IMPL_critPathCaptureType="flop"
export IMPL_stdcell_count=4342
export IMPL_die_width_um=267
export IMPL_power_frac_comb=0.890
export IMPL_clock_power_share=0.057
export IMPL_insertedDiodeCount=0
export IMPL_drive_above_1_share=0.0440
export IMPL_top_cells_by_area="fa_1 (23%), ha_1 (17%), inv_1 (6.9%)"
export IMPL_cts_tree="built"
export IMPL_ys_seq_share=0.0953
export IMPL_wl_per_cell_um=19.3
export IMPL_yosys_cells=3442
export IMPL_hold_violations=0
export IMPL_htreeDepth=4
export IMPL_synth_flops=113
export IMPL_worst_pin_slew_ps=833
export IMPL_yosysWarnings=1
export IMPL_ctsResizeCount=0
export IMPL_routed_via_density=5.40
export IMPL_dp_hpwl_um=59700
export IMPL_max_freq_mhz=132
export IMPL_worstSetupPathType="reg -> reg"
export IMPL_drc=0
export IMPL_core_region_area_sq_um=68900
export IMPL_synth_edff_count=41
export IMPL_clockBufferDepth=2
export IMPL_arrival_ps=7650
export IMPL_grt_pass1_wl_um=132000
export IMPL_routed_wl_um=83800
export IMPL_warning_count=34
export IMPL_syn_avg_cell_area_sq_um=8.15
export IMPL_peakVddDrop_uv=137
export IMPL_intPower_mw=3.37
export IMPL_vias=23435
export IMPL_power_density_nw_per_um2=248
kinds of logic after synthesis:
kind of cell,Yosys count,share of synthesized area
AND/OR/NAND/NOR,981,0.173
other,2,0.000268
XOR/XNOR,170,0.0531
AND-OR/OR-AND,726,0.169
adder cells (fa/ha/maj),708,0.402
buffers and inverters,728,0.101
multiplexers,14,0.00589
flip-flops,113,0.0953
flip-flops by register name, indices dropped and copies added, names as in the netlist:
name / flops
sayac: 32
sonuc: 17
yazmaclar_guncel: 32
yazmaclar_temp: 32
per-layer routing:
metal  GRT usage  routed length, um  vias to the layer above
met5           0                  0                        -
met4      0.0715               3030                        0
met3      0.0602               6660                      147
met2       0.388              37500                      790
met1       0.361              36500                    11181
li1            -                  -                    11317
through the flow:
stage                     setup WS, ps  hold WS, ps  utilization  power, mW
after floorplan                   6760          415            -       5.35
after global placement            6930          443        0.430       7.04
after detailed placement          6870          443        0.430       7.02
after CTS                         6960          458        0.438       7.53
after global routing              6410          489        0.438       8.46
final                             6920          457        0.438       7.48
layout by cell type (no fill, tap or decap), types with 7 or more instances in the layout:
cell type | Yosys | layout
o32ai_1 | 7 | 7
o21bai_1 | 37 | 37
o22ai_1 | 56 | 55
nor2b_1 | 33 | 33
a311oi_1 | 7 | 7
inv_1 | 515 | 515
clkbuf_16 | 0 | 17
nor2_1 | 140 | 138
buf_4 | 18 | 65
nand4_1 | 10 | 10
xor2_1 | 43 | 43
fa_1 | 322 | 322
conb_1 | 2 | 14
edfxtp_1 | 41 | 41
o21a_1 | 17 | 17
clkdlybuf4s50_1 | 0 | 69
and3_1 | 21 | 21
nor3_1 | 44 | 40
or3_1 | 17 | 15
mux2_2 | 10 | 10
a21oi_1 | 183 | 182
a211oi_1 | 31 | 31
a21o_1 | 55 | 55
dfxtp_1 | 72 | 72
a22oi_1 | 15 | 15
nand3_1 | 37 | 36
nand2_1 | 366 | 366
o21ai_0 | 165 | 164
nor3b_1 | 12 | 12
ha_1 | 386 | 386
o211ai_1 | 15 | 15
o2111ai_1 | 7 | 7
a221oi_1 | 10 | 10
nand2b_1 | 46 | 46
o221ai_1 | 41 | 41
and2_1 | 218 | 218
xnor2_1 | 127 | 127
a31oi_1 | 18 | 18
critical path: cells and delay by family (launching register included):
kind	cells	cell delay (ps)
buf+inv	1	390
compound gates	12	3590
simple gates	9	2620
flops	1	610
layout make-up:
type                       instances  area share
sequential                       113      0.0885
clock inverter                    15     0.00501
timing repair buffer             134      0.0390
multi-input combinational       2613       0.750
tap                              931      0.0386
inverter                         519      0.0645
clock buffer                      17      0.0141
worst paths after layout:
path	end	cells after the start	start	slack, ps
worst max-delay path	yazmaclar_guncel[15]	22	sayac[29]	6920
worst min-delay path	sayac[0]	1	sayac[0]	460
worst max register to register	yazmaclar_guncel[15]	22	sayac[29]	6920
worst min register to register	sayac[0]	1	sayac[0]	460
power by group through the flow:
stage	Sequential [mW]	Clock, mW	Combinational, mW
6_report	0.399	0.424	6.65
5_1_grt	0.402	0.444	7.61
4_1_cts	0.399	0.434	6.70
Power is estimated from default activity; no workload was simulated.
