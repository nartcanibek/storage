File: design/flow/design.v
`timescale 1ns / 1ps
module matris_carpici(
input clk,
input [15:0] satir,
output reg [63:0]  sonuc_satir,
output reg bitti_mi = 0
    );
    reg [15:0] A_matrisi [1:0] ;
    reg [15:0] B_matrisi [1:0] ;
    reg [63:0] C_matrisi [1:0] ;
    reg [7:0] cevrim = 1;
    reg [15:0] x,y,z,t;
    reg [15:0] k,l,m,n;
    always @* begin
    if(cevrim%4 == 1)begin
    if(cevrim  == 5)begin
    C_matrisi[0] = x*k + y*m + z*l + t*n;
    C_matrisi[0] = C_matrisi[0] << 32;
    end
    if(cevrim  == 9)begin
    C_matrisi[0] = C_matrisi[0] | x*k + y*m + z*l + t*n;
    end
    if(cevrim  == 13)begin
    C_matrisi[1] = x*k + y*m + z*l + t*n;
    C_matrisi[1] = C_matrisi[1] << 32;
    end
    if(cevrim  == 17)begin
    C_matrisi[1] = C_matrisi[1] | x*k + y*m + z*l + t*n;
    end
    x = satir[15:8];
    y = satir[7:0];
    A_matrisi[0] = {satir [15:8],satir[7:0]};
    end
    if(cevrim%4 == 2)begin
    z = satir[15:8];
    t = satir[7:0];
    A_matrisi[1] = {satir [15:8],satir[7:0]};
    end
    if(cevrim%4  ==3)begin
    k = satir[15:8];
    l = satir[7:0];
    B_matrisi[0] = {satir [15:8],satir[7:0]};
    end
    if(cevrim%4 == 0)begin
    m = satir[15:8];
    n = satir[7:0];
    B_matrisi[1] = {satir [15:8],satir[7:0]};
    end
    if(cevrim == 18)
    sonuc_satir = C_matrisi[0];
    if(cevrim == 19)begin
    sonuc_satir = C_matrisi[1];
    bitti_mi = 1'b1;
    end
    end
    always @(posedge clk) begin
    cevrim <= cevrim + 1;
    end
endmodule
File: design/flow/run.sh
#!/bin/bash
# OpenROAD 26Q1-2900-gdf79404cd8, Yosys 0.63+post, stock flow scripts
make -C /OpenROAD-flow-scripts/flow DESIGN_CONFIG=/design/flow/config.mk WORK_HOME=/design/flow/orfs finish
File: design/flow/config.mk
export PLATFORM = sky130hd
export DESIGN_NAME = matris_carpici
export DESIGN_NICKNAME = matris_carpici
export VERILOG_FILES = /design/flow/design.v
export SDC_FILE = /design/flow/constraint.sdc
export NUM_CORES = 4
export LEC_CHECK = 1
export CORE_UTILIZATION = 40
File: design/flow/constraint.sdc
current_design matris_carpici

set clk_period 1.8
set clk_io_pct 0.2

create_clock -name clk0 -period $clk_period [get_ports {clk}]

set non_clock_inputs [all_inputs -no_clocks]
set_input_delay [expr $clk_period * $clk_io_pct] -clock clk0 $non_clock_inputs
set_output_delay [expr $clk_period * $clk_io_pct] -clock clk0 [all_outputs]
==> results.yml <==
# yosys + openroad results
placement:
  port_buffers: 81
  placed_area_um2: 16900
  hpwl_mm: 26.9
  routabilityCongestion: 0.882
  pre_cts_ws_ns: 0.551
setup_path:
  worstPathCellList: "and2_1 > nand4_1 > or2_2 > xnor2_1"
  cp_top_family: "simple AND/OR/NAND/NOR gates"
  cp.required_ns: 1.92
  max_stage_delay_ns: 0.34
  crit_arrival_ns: 1.39
  path_class: "register to register"
  crit_buf_inv: 0
  critPathMaxFanout: 5
  startpoint_type: "register"
  crit_slowest_cell: "or2_2"
  endpoint_kind: "register"
yosys:
  common_cells: "305 x inv_1, 225 x fa_1, 218 x and2_1, 193 x dlxtn_1, 185 x nand2_1"
  ys_cells: 1641
  yosys_warnings: 132
  edf_count: 0
  syn_area_um2: 15600
  ys_types: 53
  synth_flops: 265
  ff_type: "dlxtn_1"
  yosysTopAreaCell: "fa_1"
  avgSynthCellArea_um2: 9.51
  top_area_share_pct: 28.9
  synth_chip_area_um2: 15600
  topCellsByArea: "fa_1 29%, dlxtn_1 19%, ha_1 11%, and2_1 8.7%, inv_1 7.3%"
  top_cell: "inv_1"
  synthCells: 1641
  synthArstFlopShare_pct: 0
cts:
  cts_hold_buf: 0
  cts_made_buffers: 3
  post_cts_buffers: 0
  clk_pin_slew_ns: 0.04
  cts_max_path_buffers: 2
  cts_tree: "built"
  cts_max_level: 1
  cts_root_buf: "clkbuf_16"
  cts_resized: 0
  worstSkewPairLatency_ns: 0.23
layout:
  logic_area_um2: 10200
  largest_register_ffs: 128
  postLayoutCellArea_um2: 17000
  layout-drive-gt1-share_pct: 4.54
  final.fill_count: 3650
  area_delta_synth_final_pct: 9.14
  flop_area_um2: 4020
global_routing:
  grt_usage_pct: 18.8
  grt_overflow: 0
  grt_max_degree: 81
  grt_pass1_vias: 10700
  grt_antenna_before_repair: 0
  grt_first_pass_wirelength_mm: 56.2
floorplanning:
  dieArea_um2: 39800
  rows: 71
  core-area_um2: 38000
  die-height_um: 199
  io_pins: 82
  dieWidth_um: 199
  fp-utilization_pct: 41.0
sta:
  setup_viol: 0
  untimed_endpoints: 321
  max_clock_freq_mhz: 782
  setup_ws_ns: 0.522
  min_period_ns: 1.28
  finalCritPeriodShare_pct: 71.0
  tightest_slew_ns: 0.811
  finalClockSkew_ns: 0.000900
  hold_viol: 0
  whs_ns: 0.495
  unclocked_regs: 257
  slew_headroom_pct: 45.9
  rsz0062_at_grt: "no"
  tns_ns: 0
  slew_violations: 0
power_and_ir_drop:
  p_leak_uw: 0.00844
  ir_worst_vdd_mv: 0.350
  power_frac_clock_pct: 58.7
  powerDensity_nw_per_um2: 36.8
  intPower_uw: 513
  switchingPower_uw: 113
  switching_share_pct: 18.0
  p_comb_share_pct: 9.9
  p_seq_share_pct: 31.4
outcome:
  status: "completed"
routing:
  first_pass_iters: 5
  drtIter0Drc: 406
  routed_wl_mm: 33.1
  diodes: 0
  ant_nets: 0
  wl_per_cell_um: 15.0
  vias_per_cell: 4.68
  num_vias: 10300
  post-route-drc-count: 0
run:
  log.warning_count: 32
  drv_cap: 0
min_path:
  hold_class: "register to register"
[kinds of logic after synthesis]
family	share of synthesized area, %
simple gates	15.4
fa+ha+maj	39.5
buf+inv	8.73
latches	24.8
compound gates	5.50
mux	3.95
xor+xnor	1.07
flops	1.03
other cells	0.0240
[power groups by stage]
stage                 combinational [uW]  clock, uW  sequential [uW]
final                               61.8        368              197
after global routing                65.2        378              197
after CTS                           62.2        370              197
[worst reg2reg max path, stage by stage, from the launching register on]
cell,delay (ns)
dfxtp_1,0.31
and2_1,0.23
nand4_1,0.16
or2_2,0.34
xnor2_1,0.12
[per-layer routing]
metal,track usage [%],share of wire (%),vias to the layer above,wire (um)
met1,29.9,48,5001,15900
met2,29.1,46,192,15200
li1,-,-,5124,-
met5,0,0,-,0
met3,4.18,5.6,10,1860
met4,0.792,0.39,0,128
[stage by stage]
step	utilization, %	power, uW	cells
2_1_floorplan	-	200	1641
3_3_place_gp	44.6	261	2204
3_5_place_dp	44.6	260	2204
4_1_cts	44.8	629	2207
5_1_grt	44.8	640	2207
6_report	44.8	626	2207
[placed cells by master (no fill, tap or decap), types with 23 or more instances in the layout]
master | netlist | final
dlxtn_1 | 193 | 193
ha_1 | 133 | 133
fa_1 | 225 | 225
and2_1 | 218 | 217
o21ai_0 | 48 | 47
nand2_1 | 185 | 184
clkdlybuf4s50_1 | 0 | 81
dlxtp_1 | 64 | 64
inv_1 | 305 | 305
a21oi_1 | 23 | 23
mux2_2 | 53 | 53
[area by class of cell]
class	instances	area share [%]
Multi-Input combinational cell	1030	60.2
Sequential cell	265	23.6
Inverter	306	6.75
Timing Repair Buffer	92	5.25
Tap cell	511	3.76
Clock buffer	3	0.441
[final timing paths]
kind	start	end	slack [ns]	depth (start not counted)
max reg2reg	cevrim[2]$_DFF_P_	cevrim[7]$_DFF_P_	0.52	4
min reg2reg	cevrim[0]$_DFF_P_	cevrim[0]$_DFF_P_	0.49	1
min	cevrim[0]$_DFF_P_	cevrim[0]$_DFF_P_	0.49	1
max	cevrim[2]$_DFF_P_	cevrim[7]$_DFF_P_	0.52	4
Power is estimated from default activity; no workload was simulated.
